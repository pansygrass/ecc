<file path="design/flow/config.mk">
export PLATFORM = sky130hd
export DESIGN_NAME = decoder
export DESIGN_NICKNAME = decoder
export VERILOG_FILES = /design/flow/design.v
export SDC_FILE = /design/flow/constraint.sdc
export NUM_CORES = 4
export LEC_CHECK = 1
export CORE_AREA = 10 10 70 70
export DIE_AREA = 0 0 80 80
export SYNTH_HDL_FRONTEND = slang
</file>
<file path="design/flow/constraint.sdc">
current_design decoder

set clk_period 1.0
set clk_io_pct 0.2

create_clock -name clk0 -period $clk_period

set non_clock_inputs [all_inputs -no_clocks]
set_input_delay [expr $clk_period * $clk_io_pct] -clock clk0 $non_clock_inputs
set_output_delay [expr $clk_period * $clk_io_pct] -clock clk0 [all_outputs]
</file>
<file path="design/flow/design.v">
module decoder(
  input [3:0] A,
  output [15:0] Z,
  input clk
);
assign Z = (A == 4'd0)  ? 16'b0000000000000001
         : (A == 4'd1)  ? 16'b0000000000000010 
         : (A == 4'd2)  ? 16'b0000000000000100 
         : (A == 4'd3)  ? 16'b0000000000001000
         : (A == 4'd4)  ? 16'b0000000000010000
         : (A == 4'd5)  ? 16'b0000000000100000
         : (A == 4'd6)  ? 16'b0000000001000000
         : (A == 4'd7)  ? 16'b0000000010000000
         : (A == 4'd8)  ? 16'b0000000100000000
         : (A == 4'd9)  ? 16'b0000001000000000
         : (A == 4'd10) ? 16'b0000010000000000
         : (A == 4'd11) ? 16'b0000100000000000
         : (A == 4'd12) ? 16'b0001000000000000
         : (A == 4'd13) ? 16'b0010000000000000
         : (A == 4'd14) ? 16'b0100000000000000
         :                16'b1000000000000000;
endmodule
</file>
<file path="design/flow/run.sh">
#!/bin/bash
# OpenROAD 26Q1-2900-gdf79404cd8, Yosys 0.63+post, stock flow scripts
make -C /OpenROAD-flow-scripts/flow DESIGN_CONFIG=/design/flow/config.mk WORK_HOME=/design/flow/orfs finish
</file>
==> results_slide.txt <==
Key Metrics from the Run

Min path
  • WHS Path Cells: 4
  • Hold endpoint: Z[8]
  • Worst Hold Class: in -> out
  • Worst hold start: A[1]

Detailed routing
  • Avg Vias per Cell: 3.31
  • Drc violations: 0
  • Number of routed nets with antenna violations: 0
  • WL/cell: 12.0 um
  • Starting DRT DRC Count: 6
  • DRT Pass-1 Iters: 3
  • # diodes: 0
  • WL final: 1.16 mm
  • DR vias: 318

Setup path
  • CP max FO: 7
  • CP startpoint kind: input pin
  • Crit Path Category: in -> out
  • Req. time, crit path: 0.80 ns
  • Worst setup EP type: output pin
  • WP data arrival: 0.93 ns

Placement
  • Final Wtd Congestion: 0.690
  • Hpwl dp: 668 um
  • Placed Area: 534 sq um
  • # port buffers: 20

Job
  • Max_cap viols: 0
  • OpenROAD warnings: 35

Global route
  • First-pass GRT wire length: 1.72 mm
  • GRT overflow: 0
  • Initial antenna violation count: 0
  • Vias in the first global route: 302
  • Largest net degree at the start of global routing: 9
  • Total Routing Usage GR: 3.21%

Finish
  • Clk_buf instances: 0
  • Post-route cell area: 626 sq um
  • Most frequent cells in the layout: buf_2, buf_6, buf_12, and4b_1, nor4b_2
  • Flop count: 0
  • Register area: 0 sq um
  • Most frequent logic cell in the layout: buf_2
  • Area Growth Syn to Fin: 176%
  • Layout cells sized above 1: 84.0%

Floorplanning
  • Core Util at FP: 6.63%
  • Die Y: 80 um
  • Die Size: 0.00640 sq mm
  • Core area: 0.00342 sq mm
  • Chip width: 80 um
  • # IOs: 21
  • FP Rows: 21

Yosys
  • Warnings from Yosys: 0
  • Netlist cell types: 7
  • Yosys cell count: 20
  • Synth Cell Area: 226 sq um
  • Yosys chip area: 226 sq um
  • Cells after synthesis: 20
  • Part of the Yosys area used for sequential elements: 0%
  • Avg Inst Size Synth: 11.3 sq um

Clock network
  • Hold_buf cts: 0

Power
  • Pwr Density: 325 mW/mm^2
  • Maximum VDD drop: 0.0743 mV
  • Power after layout: 0.000204 W
  • P_leak: 0.297 nW

STA
  • Unrepaired setup endpoints after global routing: true
  • Worst-margin pin slew: 0.194 ns
  • Final Cycle Share: 113%
  • TNS Setup: -0.567 ns
  • Worst setup margin: -0.128 ns
  • Slew HR: 87.1%
  • Final hold violations: 0
  • FMAX: 887 MHz
  • Max Slew Vio Count: 0
  • Min cycle time layout: 1.13 ns
  • # setup viols final: 8

Status
  • Outcome: finished with violations
  • Violated checks: setup timing
cell families after synthesis:
group                  count (synthesis)  synth area share (%)
AND/OR/NAND/NOR                       16                  86.7
buffers and inverters                  4                  13.3
timing repair:
action,4_1_cts,5_1_grt
setup endpoints to repair,16,15
gates cloned,2,0
resized,77,7
pin swaps,12,5
setup buffers,9,1
area by class of cell:
class / count / area (sq um)
repair buffers: 34 / 363
multi-input cells: 16 / 205
well taps: 46 / 57.6
fillers: 376 / 2790
power by group:
group / internal (W) / leakage (nW) / total, W / switching [W]
clock: 0 / 0 / 0 / 0
combinational: 0.000137 / 0.297 / 0.000204 / 0.0000666
sequential: 0 / 0 / 0 / 0
total: 0.000137 / 0.297 / 0.000204 / 0.0000666
cells in the mapped netlist:
library cell  instances  share of area (%)
and4bb_1              3                 17
and4_1                1                3.9
and4bb_2              3                 17
nor4b_2               4                 27
buf_4                 4                 13
nor4_2                1                5.5
and4b_1               4                 18
routing by layer:
layer / part of all wire, % / GRT usage, % / wire, um
met5: 0 / 0 / 0
met3: 16 / 1.70 / 189
met1: 52 / 5.14 / 598
met2: 32 / 3.69 / 367
met4: 0 / 0 / 0
metrics by stage:
| stage | instances | util [%] | setup WS, ns | hold WS, ns |
|---|---|---|---|---|
| detailed placement | 86 | 15.6 | -0.790 | 1.50 |
| global placement | 86 | 15.6 | -0.814 | 1.49 |
| finish | 96 | 18.3 | -0.128 | 0.751 |
| CTS | 97 | 18.6 | -0.178 | 0.760 |
| global route | 96 | 18.3 | -0.165 | 0.772 |
| floorplan | 20 | - | 0.250 | 0.535 |
critical path: stages:
cell,delay (ns)
buf_12,0.11
buf_12,0.12
buf_6,0.11
nor4b_2,0.25
buf_2,0.14
worst max-delay path by stage:
stage	depth (start not counted)	slack [ns]	to	from
final	5	-0.13	Z[2]	A[0]
after global routing	5	-0.17	Z[0]	A[0]
after CTS	6	-0.18	Z[2]	A[0]
Power and IR drop assume default switching activity.
