## design/flow/design.v

```verilog
module adder(A, B, Sum, Cout);
parameter n=4;
input [n-1:0] A;
input [n-1:0] B;
output [n-1:0] Sum;
output Cout;
wire [n:0] Result;
assign Result = A + B;
assign Sum = Result[n-1:0];
assign Cout = Result[n];
endmodule
```

## design/flow/run.sh

```bash
#!/bin/bash
# OpenROAD 26Q1-2900-gdf79404cd8, Yosys 0.63+post, stock flow scripts
make -C /OpenROAD-flow-scripts/flow DESIGN_CONFIG=/design/flow/config.mk WORK_HOME=/design/flow/orfs finish
```

## design/flow/config.mk

```make
export PLATFORM = sky130hd
export DESIGN_NAME = adder
export DESIGN_NICKNAME = adder
export VERILOG_FILES = /design/flow/design.v
export SDC_FILE = /design/flow/constraint.sdc
export NUM_CORES = 4
export LEC_CHECK = 1
export CORE_AREA = 10 10 70 70
export DIE_AREA = 0 0 80 80
export SYNTH_HDL_FRONTEND = slang
```

## design/flow/constraint.sdc

```tcl
current_design adder

set clk_period 3.2
set clk_io_pct 0.2

create_clock -name clk0 -period $clk_period

set non_clock_inputs [all_inputs -no_clocks]
set_input_delay [expr $clk_period * $clk_io_pct] -clock clk0 $non_clock_inputs
set_output_delay [expr $clk_period * $clk_io_pct] -clock clk0 [all_outputs]
```

==> metrics.csv <==
metric,value,unit
status,completed,
min_to,Sum[0],
nClkBuffers,0,
regArea,0,sq um
crit_required,2560,ps
logic_area,124,sq um
top_area_share,36.7,%
ant_nets,0,
floorplan.core_util,3.99,%
setup_slack,178,ps
flop-count,0,
fill_cells,402,
die_y,80,um
io_buffers,13,
fin_area,327,sq um
hp-start,B[0],
fp.dieW,80,um
netlist_area,136,sq um
grt_overflow,0,
yosysUniqueCellTypes,9,
worstPathArrival,2380,ps
placed_area,324,sq um
place_ws,97.9,ps
antenna_found_initial,0,
core_region_area,3420,sq um
openroad.warnings,32,
syn_area_per_cell,8.52,sq um
drcViolationCount,0,
post_cts_buffers,0,
ios,13,
period_used_share,94.5,%
power_leakage,0.128,nW
wire_per_inst,7.24,um
maxSlewHeadroom,89.8,%
yosysTopAreaCell,ha_1,
synthTopCellsByCount,"4 x ha_1, 4 x inv_1, 2 x xnor2_1",
vias,141,
min_path_type,in -> out,
cap_violations,0,
area_growth,139,%
fin_setup_tns,0,ps
period_minus_slack,3020,ps
syn_inst,16,
critPathLaunchType,primary input,
ys_seq_share,0,%
power.density,145,nW/um^2
gp_congestion,0.774,
grt_pass1_vias,167,
insertedDiodeCount,0,
hold_viol,0,
yosysCellCount,16,
top_cells_by_area,"ha_1 37%, fa_1 15%, xnor2_1 13%, inv_1 11%, a21oi_2 6.4%",
hpwlAfterDp,519,um
worst_pin_slew,152,ps
path_class,in -> out,
drive_gt1_share,6.90,%
end_kind,primary output,
hold_buffers,0,
vdd_drop_max,0.0193,mV
path_max_fanout,2,
grt_pass1_wl,828,um
yosysWarnings,0,
fin_cells,75,
drt-vias-per-instance,1.88,
fin_hold_ws,2340,ps
whs_path_depth,3,
rsz0062_at_grt,no,
rows,21,
numPlacedInstances,75,
drtIter0Drc,2,
finalMaxSlewViolations,0,
grt.total_usage,1.66,%
detail_route.first_pass.iterations,2,
routed_wl,543,um
yosys_area,136,sq um
fmax,331,MHz
setup_viol,0,
die-area,6400,sq um
grt_max_degree,4,
kinds of logic after synthesis:
kind of cell / synth area share, %
buf+inv: 11.0
compound gates: 15.6
fa+ha+maj: 51.4
xor+xnor: 12.8
simple gates: 9.18
layer usage:
metal | vias up | part of all wire [%] | GRT usage (%)
li1 | 77 | - | -
met1 | 53 | 42 | 1.92
met2 | 11 | 27 | 2.09
met3 | 0 | 31 | 1.93
met4 | 0 | 0 | 0
met5 | - | 0 | 0
worst max-delay path by stage:
stage,start,end,slack (ps),depth (start not counted)
4_1_cts,A[0],Cout,100,8
5_1_grt,A[0],Cout,60,8
6_report,A[0],Cout,180,8
power breakdown:
group / total [W] / leakage [nW] / switching (W) / internal, W
clock: 0 / 0 / 0 / 0
combinational: 0.0000475 / 0.128 / 0.0000137 / 0.0000337
sequential: 0 / 0 / 0 / 0
cell usage in the layout (no fill, tap or decap), drive strengths merged:
master / count
a21o: 1
a21oi: 1
clkdlybuf4s50: 13
fa: 1
ha: 4
inv: 4
nand2b: 1
nor2b: 1
o21ai: 1
xnor2: 2
final cells by class:
class / instances / share of cell area, %
Timing Repair Buffer: 13 / 39.8
Tap cell: 46 / 17.6
Inverter: 4 / 4.60
Multi-Input combinational cell: 12 / 37.9
repair_timing:
item                                    CTS  global route
endpoints found under the setup margin    0             1
hold endpoints to repair                  0             0
resized                                   0             1
stage by stage:
step	total power [W]	util [%]
detailed placement	0.0000478	9.49
global placement	0.0000472	9.49
CTS	0.0000481	9.49
floorplan	0.0000151	-
finish	0.0000475	9.56
global route	0.0000544	9.56
worst max-delay path, cell delays in order:
cell             delay, ps
clkdlybuf4s50_1        460
ha_1                   160
inv_1                   60
fa_2                   350
nor2b_1                110
o21ai_0                 80
nand2b_1                70
clkdlybuf4s50_1        460
Power and IR drop assume default switching activity.
