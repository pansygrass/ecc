**flow/run.sh**
```bash
#!/bin/bash
# OpenROAD 26Q1-2900-gdf79404cd8, Yosys 0.63+post, stock flow scripts
make -C /OpenROAD-flow-scripts/flow DESIGN_CONFIG=/design/flow/config.mk WORK_HOME=/design/flow/orfs finish
```
**flow/config.mk**
```make
export PLATFORM = sky130hd
export DESIGN_NAME = SRAM1R1W1024x32
export DESIGN_NICKNAME = SRAM1R1W1024x32
export VERILOG_FILES = /design/flow/design.v
export SDC_FILE = /design/flow/constraint.sdc
export NUM_CORES = 4
export LEC_CHECK = 1
export CORE_UTILIZATION = 30
export SYNTH_HDL_FRONTEND = slang
export SYNTH_MEMORY_MAX_BITS = 65536
```
**flow/constraint.sdc**
```tcl
current_design SRAM1R1W1024x32

set clk_period 28.7
set clk_io_pct 0.2

create_clock -name clk0 -period $clk_period [get_ports {CE1}]
create_clock -name clk1 -period $clk_period [get_ports {CE2}]

set non_clock_inputs [all_inputs -no_clocks]
set_input_delay [expr $clk_period * $clk_io_pct] -clock clk0 $non_clock_inputs
set_output_delay [expr $clk_period * $clk_io_pct] -clock clk0 [all_outputs]
```
**flow/design.v**
```verilog
`timescale 1ns/10ps
module SRAM1R1W1024x32 ( A1, CE1, OEB1, CSB1, O1, A2, CE2, WEB2, CSB2, I2 );
input CE1;
input OEB1;
input CSB1;
input [7:0] A1;
output reg [31:0] O1;
input CE2;
input WEB2;
input CSB2;
input [7:0] A2;
input [31:0] I2;
reg notifier;
specify
$setuphold(posedge CE1, OEB1, 0, 0, notifier);
$setuphold(posedge CE1, CSB1, 0, 0, notifier);
$setuphold(posedge CE1, A1[0], 0, 0, notifier);
$setuphold(posedge CE1, A1[1], 0, 0, notifier);
$setuphold(posedge CE1, A1[2], 0, 0, notifier);
$setuphold(posedge CE1, A1[3], 0, 0, notifier);
$setuphold(posedge CE1, A1[4], 0, 0, notifier);
$setuphold(posedge CE1, A1[5], 0, 0, notifier);
$setuphold(posedge CE1, A1[6], 0, 0, notifier);
$setuphold(posedge CE1, A1[7], 0, 0, notifier);
(posedge CE1 => O1[0]) = (0.3:0.3:0.3);
(posedge CE1 => O1[1]) = (0.3:0.3:0.3);
(posedge CE1 => O1[2]) = (0.3:0.3:0.3);
(posedge CE1 => O1[3]) = (0.3:0.3:0.3);
(posedge CE1 => O1[4]) = (0.3:0.3:0.3);
(posedge CE1 => O1[5]) = (0.3:0.3:0.3);
(posedge CE1 => O1[6]) = (0.3:0.3:0.3);
(posedge CE1 => O1[7]) = (0.3:0.3:0.3);
(posedge CE1 => O1[8]) = (0.3:0.3:0.3);
(posedge CE1 => O1[9]) = (0.3:0.3:0.3);
(posedge CE1 => O1[10]) = (0.3:0.3:0.3);
(posedge CE1 => O1[11]) = (0.3:0.3:0.3);
(posedge CE1 => O1[12]) = (0.3:0.3:0.3);
(posedge CE1 => O1[13]) = (0.3:0.3:0.3);
(posedge CE1 => O1[14]) = (0.3:0.3:0.3);
(posedge CE1 => O1[15]) = (0.3:0.3:0.3);
(posedge CE1 => O1[16]) = (0.3:0.3:0.3);
(posedge CE1 => O1[17]) = (0.3:0.3:0.3);
(posedge CE1 => O1[18]) = (0.3:0.3:0.3);
(posedge CE1 => O1[19]) = (0.3:0.3:0.3);
(posedge CE1 => O1[20]) = (0.3:0.3:0.3);
(posedge CE1 => O1[21]) = (0.3:0.3:0.3);
(posedge CE1 => O1[22]) = (0.3:0.3:0.3);
(posedge CE1 => O1[23]) = (0.3:0.3:0.3);
(posedge CE1 => O1[24]) = (0.3:0.3:0.3);
(posedge CE1 => O1[25]) = (0.3:0.3:0.3);
(posedge CE1 => O1[26]) = (0.3:0.3:0.3);
(posedge CE1 => O1[27]) = (0.3:0.3:0.3);
(posedge CE1 => O1[28]) = (0.3:0.3:0.3);
(posedge CE1 => O1[29]) = (0.3:0.3:0.3);
(posedge CE1 => O1[30]) = (0.3:0.3:0.3);
(posedge CE1 => O1[31]) = (0.3:0.3:0.3);
$setuphold(posedge CE2, WEB2, 0, 0, notifier);
$setuphold(posedge CE2, CSB2, 0, 0, notifier);
$setuphold(posedge CE2, A2[0], 0, 0, notifier);
$setuphold(posedge CE2, A2[1], 0, 0, notifier);
$setuphold(posedge CE2, A2[2], 0, 0, notifier);
$setuphold(posedge CE2, A2[3], 0, 0, notifier);
$setuphold(posedge CE2, A2[4], 0, 0, notifier);
$setuphold(posedge CE2, A2[5], 0, 0, notifier);
$setuphold(posedge CE2, A2[6], 0, 0, notifier);
$setuphold(posedge CE2, A2[7], 0, 0, notifier);
$setuphold(posedge CE2, I2[0], 0, 0, notifier);
$setuphold(posedge CE2, I2[1], 0, 0, notifier);
$setuphold(posedge CE2, I2[2], 0, 0, notifier);
$setuphold(posedge CE2, I2[3], 0, 0, notifier);
$setuphold(posedge CE2, I2[4], 0, 0, notifier);
$setuphold(posedge CE2, I2[5], 0, 0, notifier);
$setuphold(posedge CE2, I2[6], 0, 0, notifier);
$setuphold(posedge CE2, I2[7], 0, 0, notifier);
$setuphold(posedge CE2, I2[8], 0, 0, notifier);
$setuphold(posedge CE2, I2[9], 0, 0, notifier);
$setuphold(posedge CE2, I2[10], 0, 0, notifier);
$setuphold(posedge CE2, I2[11], 0, 0, notifier);
$setuphold(posedge CE2, I2[12], 0, 0, notifier);
$setuphold(posedge CE2, I2[13], 0, 0, notifier);
$setuphold(posedge CE2, I2[14], 0, 0, notifier);
$setuphold(posedge CE2, I2[15], 0, 0, notifier);
$setuphold(posedge CE2, I2[16], 0, 0, notifier);
$setuphold(posedge CE2, I2[17], 0, 0, notifier);
$setuphold(posedge CE2, I2[18], 0, 0, notifier);
$setuphold(posedge CE2, I2[19], 0, 0, notifier);
$setuphold(posedge CE2, I2[20], 0, 0, notifier);
$setuphold(posedge CE2, I2[21], 0, 0, notifier);
$setuphold(posedge CE2, I2[22], 0, 0, notifier);
$setuphold(posedge CE2, I2[23], 0, 0, notifier);
$setuphold(posedge CE2, I2[24], 0, 0, notifier);
$setuphold(posedge CE2, I2[25], 0, 0, notifier);
$setuphold(posedge CE2, I2[26], 0, 0, notifier);
$setuphold(posedge CE2, I2[27], 0, 0, notifier);
$setuphold(posedge CE2, I2[28], 0, 0, notifier);
$setuphold(posedge CE2, I2[29], 0, 0, notifier);
$setuphold(posedge CE2, I2[30], 0, 0, notifier);
$setuphold(posedge CE2, I2[31], 0, 0, notifier);
endspecify
reg [31:0] memory[255:0];
always @ (posedge CE1)
  if (~CSB1)
    O1 <= memory[A1];
always @ (posedge CE2)
begin
  if (~CSB2 & ~WEB2)
  begin
    memory[A2] <= I2;
  end
end
endmodule
```
==> flow_metrics.env <==
# flow metrics
export IMPL_vdd_ir_drop_worst_v=0.0000548
export IMPL_buffers_on_ports=83
export IMPL_setup_violations_final=0
export IMPL_cell_internal_pwr_mw=19.1
export IMPL_place_gp_congestion=0.953
export IMPL_worst_r2r_path_depth=7
export IMPL_timing_rr_start="memory[201][31]"
export IMPL_grt_start_max_net_pins=113
export IMPL_drt_iter0_markers=11080
export IMPL_final_antenna_net_count=0
export IMPL_synthFlopType="sky130_fd_sc_hd__edfxtp_1"
export IMPL_timing_max_transition_violations_final=0
export IMPL_maxSlewHeadroom=0.0863
export IMPL_area_growth_synth_to_final_pct=14.9
export IMPL_critPathCapture="O1[26]"
export IMPL_timing_critical_path_from_type="input pin"
export IMPL_switching_share=0.215
export IMPL_cts_num_sinks=8224
export IMPL_path_max_fanout=57
export IMPL_die_area_um2=1060000
export IMPL_grt_setup_unrepaired="false"
export IMPL_post_synth_num_cell_types=73
export IMPL_proportion_of_register_bits_with_asynchronous_set_or_reset_after_synthesis=0
export IMPL_power_leakage_nw=112
export IMPL_power_combinational_fraction=0.051
export IMPL_holdCritPathClass="reg2reg"
export IMPL_route_vias_total=155939
export IMPL_count_of_warning_messages_emitted_by_the_tools=32
export IMPL_outcome="complete, no violations"
export IMPL_groute_usage_overall=0.191
export IMPL_enable_flop_cells=8224
export IMPL_ys_warn_count=0
export IMPL_vias_per_cell=5.14
export IMPL_syn_inst=14768
export IMPL_ys_cells=14768
export IMPL_core_rowCount=376
export IMPL_setup_worst_path_class="in2reg"
export IMPL_final_hold_violation_count=0
export IMPL_worstSetupStartpoint="A1[0]"
export IMPL_cts_repair_resized=0
export IMPL_synth_yosys_seq_area_share=0.783
export IMPL_hpwlAfterDp_mm=582
export IMPL_cts_post_setup_buffers_inserted=0
export IMPL_switching_power_mw=5.23
export IMPL_critPathCaptureType="flip-flop"
export IMPL_mappedNetlistArea_um2=316000
export IMPL_chipWidth_mm=1.03
export IMPL_die_height_mm=1.03
export IMPL_first_global_vias=167366
export IMPL_power_density_cell_area_nw_per_um2=67.1
export IMPL_placement_setup_worst_slack_ps=14130
export IMPL_power_clock_fraction=0.404
export IMPL_wl_cell_um=31.2
export IMPL_floorplan_core_util=0.301
export IMPL_postSynthAreaPerCell_um2=21.4
export IMPL_ys_chip_area_um2=316000
export IMPL_routed_wirelength_mm=946
export IMPL_timing_reg2reg_setup_slack_ps=23370
export IMPL_totalNegativeSetupSlack_ps=0
export IMPL_drive_above_1_share=0.241
export IMPL_antenna_found_initial=59
export IMPL_core_area_um2=1050000
export IMPL_globalRoute_totalOverflow=0
export IMPL_remaining_drc_errors=0
export IMPL_slew_worst_pin_ps=1360
export IMPL_layout_setup_ws_ps=14400
export IMPL_crit_reg2reg_capture="O1[31]"
export IMPL_share_seq_of_total_power=0.545
export IMPL_worst_setup_hold_path_clk_slew_ps=110
export IMPL_ioPinCount=86
export IMPL_hold_buffers=0
export IMPL_ys_seq_elements=8224
export IMPL_timing_max_cap_violations=0
export IMPL_tritoncts="done"
export IMPL_grt_pass1_wl_mm=1310
export IMPL_cp_data_required_time_ps=28780
export IMPL_worst_ep_arrival_time_ps=14380
export IMPL_drt_pre_antenna_iters=6
## metal layers
layer	wire, um	part of all wire	GRT usage
met5	3510	0.0037	0.0290
met4	54700	0.058	0.0824
met3	199000	0.21	0.182
met2	422000	0.45	0.274
met1	267000	0.28	0.181
## per-stage QoR
| stage | cells | cell area [um2] | power [mW] | hold slack (ps) | utilization |
|---|---|---|---|---|---|
| 3_3_place_gp | 28925 | 339000 | 14.7 | 986 | 0.323 |
| 3_5_place_dp | 28925 | 339000 | 14.7 | 971 | 0.323 |
| 4_1_cts | 30295 | 362000 | 24.4 | 1780 | 0.346 |
| 6_report | 30339 | 362000 | 24.3 | 1740 | 0.346 |
| 5_1_grt | 30317 | 362000 | 24.9 | 1810 | 0.346 |
| 2_1_floorplan | 14768 | 316000 | 14.1 | 867 | - |
## cells by family after synthesis
kind of cell | synth area share
compound gates | 0.0349
buf+inv | 0.0177
simple gates | 0.0210
mux | 0.144
flops | 0.783
## Yosys cell counts (29+ instances only)
| cell type | instances | area (um2) |
|---|---|---|
| sky130_fd_sc_hd__edfxtp_1 | 8224 | 247000 |
| sky130_fd_sc_hd__mux4_2 | 1453 | 32700 |
| sky130_fd_sc_hd__mux2i_1 | 1185 | 11900 |
| sky130_fd_sc_hd__nor2_1 | 490 | 1840 |
| sky130_fd_sc_hd__o22ai_1 | 410 | 2560 |
| sky130_fd_sc_hd__clkbuf_1 | 384 | 1440 |
| sky130_fd_sc_hd__nand2_1 | 250 | 938 |
| sky130_fd_sc_hd__nor3_1 | 244 | 1220 |
| sky130_fd_sc_hd__a21oi_1 | 213 | 1070 |
| sky130_fd_sc_hd__buf_2 | 177 | 886 |
| sky130_fd_sc_hd__o21ai_0 | 172 | 861 |
| sky130_fd_sc_hd__nor4_1 | 158 | 988 |
| sky130_fd_sc_hd__a221oi_1 | 139 | 1220 |
| sky130_fd_sc_hd__a22oi_1 | 136 | 1020 |
| sky130_fd_sc_hd__o221ai_1 | 119 | 1040 |
| sky130_fd_sc_hd__buf_6 | 117 | 1320 |
| sky130_fd_sc_hd__buf_4 | 86 | 646 |
| sky130_fd_sc_hd__nand4_1 | 80 | 500 |
| sky130_fd_sc_hd__a22o_1 | 61 | 534 |
| sky130_fd_sc_hd__buf_1 | 58 | 218 |
| sky130_fd_sc_hd__mux2_2 | 56 | 631 |
| sky130_fd_sc_hd__a211oi_1 | 54 | 405 |
| sky130_fd_sc_hd__nand3_1 | 54 | 270 |
| sky130_fd_sc_hd__o211ai_1 | 39 | 293 |
| sky130_fd_sc_hd__o32ai_1 | 39 | 342 |
| sky130_fd_sc_hd__o22a_1 | 37 | 324 |
| sky130_fd_sc_hd__a31oi_1 | 29 | 181 |
| sky130_fd_sc_hd__buf_12 | 29 | 581 |
## worst min-delay path by stage
stage | end | cells past startpoint | slack [ps] | startpoint
4_1_cts | O1[20] | 5 | 1780 | memory[134][20]
5_1_grt | O1[20] | 5 | 1810 | memory[135][20]
6_report | O1[20] | 5 | 1740 | memory[134][20]
## placed cells by master, fill, tap and decap left out, types with 44 or more instances in the layout
| cell type | instances |
|---|---|
| sky130_fd_sc_hd__a221oi_1 | 135 |
| sky130_fd_sc_hd__clkbuf_1 | 166 |
| sky130_fd_sc_hd__nor3_1 | 229 |
| sky130_fd_sc_hd__o22ai_1 | 410 |
| sky130_fd_sc_hd__buf_4 | 962 |
| sky130_fd_sc_hd__mux4_2 | 1453 |
| sky130_fd_sc_hd__nor2_1 | 228 |
| sky130_fd_sc_hd__bufinv_16 | 46 |
| sky130_fd_sc_hd__nor4_1 | 129 |
| sky130_fd_sc_hd__o21ai_0 | 171 |
| sky130_fd_sc_hd__edfxtp_1 | 8224 |
| sky130_fd_sc_hd__clkbuf_16 | 793 |
| sky130_fd_sc_hd__diode_2 | 44 |
| sky130_fd_sc_hd__nand2_1 | 239 |
| sky130_fd_sc_hd__a21oi_1 | 212 |
| sky130_fd_sc_hd__mux2i_1 | 1185 |
| sky130_fd_sc_hd__o221ai_1 | 119 |
| sky130_fd_sc_hd__mux2_2 | 56 |
| sky130_fd_sc_hd__a211oi_1 | 52 |
| sky130_fd_sc_hd__clkinv_2 | 135 |
| sky130_fd_sc_hd__clkinv_1 | 200 |
| sky130_fd_sc_hd__nand4_1 | 80 |
| sky130_fd_sc_hd__a22o_1 | 61 |
| sky130_fd_sc_hd__nor2_4 | 260 |
| sky130_fd_sc_hd__clkdlybuf4s50_1 | 45 |
| sky130_fd_sc_hd__a22oi_1 | 136 |
## area by class of cell
type | instances | area, um2
fillers | 95634 | 686000
diodes | 44 | 110
flip-flops and latches | 8224 | 247000
well taps | 13986 | 17500
clock inverters | 411 | 3120
multi-input cells | 5655 | 65700
repair buffers | 1057 | 8510
inverters | 3 | 18.8
clock buffers | 959 | 20500
## registers in the layout, indices dropped and copies added, names as in the netlist
name and count:
memory 8192, O1 32
## power groups by stage
stage / clock network [mW] / registers (mW) / logic, mW
4_1_cts: 9.96 / 13.2 / 1.23
5_1_grt: 10.4 / 13.2 / 1.30
6_report: 9.82 / 13.2 / 1.23
## critical path, stage by stage
cell,delay [ps]
sky130_fd_sc_hd__buf_16,280
sky130_fd_sc_hd__buf_4,690
sky130_fd_sc_hd__buf_4,680
sky130_fd_sc_hd__buf_4,680
sky130_fd_sc_hd__buf_4,660
sky130_fd_sc_hd__buf_4,690
sky130_fd_sc_hd__buf_4,610
sky130_fd_sc_hd__buf_4,570
sky130_fd_sc_hd__buf_4,700
sky130_fd_sc_hd__mux4_2,590
sky130_fd_sc_hd__o211ai_1,300
sky130_fd_sc_hd__nand4_1,590
sky130_fd_sc_hd__nor3_1,860
sky130_fd_sc_hd__nor3b_1,120
sky130_fd_sc_hd__buf_4,220
Power figures rest on the tool's default switching activity, not on a simulated workload.
